<file path="flow/run.sh">
#!/bin/bash
# OpenROAD 26Q1-2900-gdf79404cd8, Yosys 0.63+post, stock flow scripts
make -C /OpenROAD-flow-scripts/flow DESIGN_CONFIG=/design/flow/config.mk WORK_HOME=/design/flow/orfs finish
</file>
<file path="flow/config.mk">
export PLATFORM = sky130hd
export DESIGN_NAME = clock_divider
export DESIGN_NICKNAME = clock_divider
export VERILOG_FILES = /design/flow/design.v
export SDC_FILE = /design/flow/constraint.sdc
export NUM_CORES = 4
export LEC_CHECK = 1
export CORE_AREA = 10 10 70 70
export DIE_AREA = 0 0 80 80
</file>
<file path="flow/constraint.sdc">
current_design clock_divider

set clk_period 1.6
set clk_io_pct 0.2

create_clock -name clk0 -period $clk_period [get_ports {clk}]

set non_clock_inputs [all_inputs -no_clocks]
set_input_delay [expr $clk_period * $clk_io_pct] -clock clk0 $non_clock_inputs
set_output_delay [expr $clk_period * $clk_io_pct] -clock clk0 [all_outputs]
</file>
<file path="flow/design.v">
module clock_divider (
    input  logic clk,         
    input  logic rst_n,       
    output logic clk_div2,    
    output logic clk_div4,    
    output logic clk_div8,    
    output logic clk_div16,   
    output logic clk_div32    
);
  logic [4:0] count;
  always_ff @(posedge clk or negedge rst_n) begin
    if (!rst_n) begin
      count <= 5'b0;
    end else begin
      count <= count + 1'b1;
    end
  end
  assign clk_div2  = count[0];
  assign clk_div4  = count[1];
  assign clk_div8  = count[2];
  assign clk_div16 = count[3];
  assign clk_div32 = count[4];
endmodule
</file>
==> metrics.cfg <==
[place]
gp_congestion = 0.691
io_buffers = 6
placed_area_sq_um = 295
dpl_worst_slack_ns = 0.387
placed_cells = 64

[timing]
rsz0062_at_grt = false
layout_min_cycle_time_ns = 1.46
fin_crit_sh = 0.912
fmax_ghz = 0.685
finalSetupViolations = 0
whs_ns = 0.290
clock_skew_ns = 0.00263
hold_viol = 0
drv_slew = 0
setup_slack_ns = 0.140
slew_headroom = 0.856
tightest_slew_ns = 0.216
tns_ns = 0

[grt]
busiest_layer = met3
grt_use_total = 0.0169
met3_usage = 0.0341
grt_max_degree = 6
grt_overflow = 0
grtUsageMet2 = 0.0136
grt_first_pass_wirelength_um = 703
antenna_found_initial = 0
met1_usage = 0.0160
grt_pass1_vias = 142

[clock_tree]
clk_latency_ns = 0.24
cts_tree = yes
cts.hold.buffers_added = 0
post_cts_resized = 0
clk_pin_slew_ns = 0.04
cts-htree-levels = 1
post_cts_buffers = 0
root_buffer = clkbuf_4
cts_num_sinks = 5
cts_buffers = 3
clock_path_buffers = 2

[die]
row_count = 21
die-area_sq_um = 6400
fp-utilization = 0.0520
boundaryPins = 7
core_area_sq_um = 3420
die_w_um = 80
die.size.y_um = 80

[power_and_ir_drop]
p_leak_uw = 0.000129
peakVddDrop_v = 0.000138
powerDensity_nw_per_um2 = 862

[run]
warning_count = 25
drv_cap = 0

[setup_path]
worstPathMaxFanout = 4
cp_cell_sequence = clkdlybuf4s50_1
worstSetupStartpointType = register
reg2reg_setup_slack_ns = 0.64
end_kind = output pin
path_class = reg2out
path_buffers = 1
crit_path_top_delay_cell = clkdlybuf4s50_1
max_stage_delay_ns = 0.50
cp.arrival_ns = 1.14
crit_family = buffers and inverters
critPathRequiredTime_ns = 1.28

[final_layout]
final_cells = 68
mostFrequentLayoutCells = clkdlybuf4s50_1, dfrtp_1, clkbuf_4
final_common_cell = clkdlybuf4s50_1
largest_reg_flops = 5
top_register = count
drive_above_1_share = 0.136
design_area_sq_um = 322
syn_to_final_growth_pct = 81.0
reg_top3 = count (5)
nFillCells = 405

[logic_synthesis]
yosysCellCount = 12
synth.distinct_cells = 6
yosys_warnings = 1
netlist_area_sq_um = 178
yosysTopAreaCell = dfrtp_1
synthCells = 12
topCellsByArea = dfrtp_1, xnor2_1, ha_1
synth_top_area_share = 0.704
ys_chip_area_sq_um = 178
syn_avg_cell_area_sq_um = 14.8
ys_seq_share = 0.704
synth_flops = 5

[routing]
diodes = 0
routed_wl_um = 440
drt_iter0_drc = 11
drt-vias-per-instance = 1.76
drc = 0
ant_nets = 0
first_pass_iters = 2
via_count = 120
wl_per_cell_um = 6.47

[hold_path]
hp-class = in2async

[run_status]
status = finished, final reports clean

==> Yosys cell counts <==
| library cell | number |
|---|---|
| nand3_1 | 2 |
| xor2_1 | 1 |
| inv_1 | 1 |
| dfrtp_1 | 5 |
| ha_1 | 1 |
| xnor2_1 | 2 |
==> power by group <==
group	switching [uW]	total, uW	internal (uW)
registers	0	127	127
logic	2.16	4.33	2.17
clock network	51.6	146	94.3
==> routing by layer <==
layer / share of wire / vias to the layer above
met5: 0 / -
met4: 0 / 0
met3: 0.37 / 0
met2: 0.23 / 10
met1: 0.40 / 52
li1: - / 58
==> stage by stage <==
step / power (uW) / util
2_1_floorplan: 129 / -
5_1_grt: 294 / 0.0941
3_3_place_gp: 133 / 0.0864
6_report: 277 / 0.0941
3_5_place_dp: 133 / 0.0864
4_1_cts: 282 / 0.0941
==> worst paths after layout <==
| check | start | end | cells past startpoint |
|---|---|---|---|
| min in group clk0 | count[4] | count[4] | 1 |
| max in group asynchronous | rst_n | count[1] | 1 |
| hold / removal | rst_n | count[3] | 1 |
| setup reg to reg | count[0] | count[4] | 3 |
| setup / recovery | count[0] | clk_div2 | 1 |
| hold reg to reg | count[4] | count[4] | 1 |
==> layout make-up <==
class | count | area, sq um | share of cell area
inverters | 1 | 3.75 | 0.0117
multi-input cells | 6 | 48.8 | 0.152
clock buffers | 4 | 26.3 | 0.0817
flip-flops and latches | 5 | 125 | 0.389
well taps | 46 | 57.6 | 0.179
repair buffers | 6 | 60.1 | 0.187
==> cell families (layout without fill, tap and decap cells) <==
| family | count (synthesis) | after routing | share of synthesized area |
|---|---|---|---|
| buffers and inverters | 1 | 11 | 0.0211 |
| DFF | 5 | 5 | 0.704 |
| xor gates and xnor gates | 3 | 3 | 0.148 |
| and+or+nand+nor | 2 | 2 | 0.0563 |
| adders and majority gates | 1 | 1 | 0.0704 |
Power is estimated from default activity; no workload was simulated.
